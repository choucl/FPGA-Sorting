## design/flow/run.sh

```bash
#!/bin/bash
# OpenROAD 26Q1-2900-gdf79404cd8, Yosys 0.63+post, stock flow scripts
make -C /OpenROAD-flow-scripts/flow DESIGN_CONFIG=/design/flow/config.mk WORK_HOME=/design/flow/orfs finish
```

## design/flow/config.mk

```make
export PLATFORM = sky130hd
export DESIGN_NAME = sorting
export DESIGN_NICKNAME = sorting
export VERILOG_FILES = /design/flow/design.v
export SDC_FILE = /design/flow/constraint.sdc
export NUM_CORES = 4
export LEC_CHECK = 1
export CORE_UTILIZATION = 40
```

## design/flow/design.v

```verilog
module sorting(
    input             clk_i,
    input             rst_ni,
    input             start_clear_i,  
    input [31:0]      nums_i,         
    output reg        valid_o,        
    output reg [31:0] sorted_nums_o   
);
    reg [3:0]  counter;
    reg [3:0]  insert_num;
    reg [63:0] counts;
    reg [1:0 ] cstate;
    parameter  IDLE  = 2'd0,
               COUNT = 2'd1,
               SORT  = 2'd2,
               DONE  = 2'd3;
    reg [3:0] target_num;
    always @(*) begin
        case (counter)
            4'd0: target_num = nums_i[3:0];
            4'd1: target_num = nums_i[7:4];
            4'd2: target_num = nums_i[11:8];
            4'd3: target_num = nums_i[15:12];
            4'd4: target_num = nums_i[19:16];
            4'd5: target_num = nums_i[23:20];
            4'd6: target_num = nums_i[27:24];
            4'd7: target_num = nums_i[31:28];
            default: target_num = 4'd0;
        endcase
    end
    reg [3:0] target_count;
    always @(*) begin
        case (insert_num)
            4'd0:   target_count = counts[3:0];
            4'd1:   target_count = counts[7:4];
            4'd2:   target_count = counts[11:8];
            4'd3:   target_count = counts[15:12];
            4'd4:   target_count = counts[19:16];
            4'd5:   target_count = counts[23:20];
            4'd6:   target_count = counts[27:24];
            4'd7:   target_count = counts[31:28];
            4'd8:   target_count = counts[35:32];
            4'd9:   target_count = counts[39:36];
            4'd10:  target_count = counts[43:40];
            4'd11:  target_count = counts[47:44];
            4'd12:  target_count = counts[51:48];
            4'd13:  target_count = counts[55:52];
            4'd14:  target_count = counts[59:56];
            4'd15:  target_count = counts[63:60];
        endcase
    end
    always @(posedge clk_i) begin
        if (rst_ni == 1'b0) begin                      
            counter       <= 4'd0;
            insert_num    <= 4'd0;
            sorted_nums_o <= 32'd0;
            counts        <= 64'd0;
            valid_o       <= 1'b0;
            cstate        <= IDLE;
        end else if (cstate == IDLE) begin
            if (start_clear_i == 1'b1) begin           
                cstate <= COUNT; 
            end else
                cstate <= cstate;
        end else if (cstate == DONE) begin
            if (start_clear_i == 1'b0) begin           
                counter       <= 4'd0;
                insert_num    <= 4'd0;
                sorted_nums_o <= 32'd0;
                counts        <= 64'd0;
                valid_o       <= 1'b0;
                cstate        <= IDLE;
            end else
                cstate <= cstate;
        end else if (valid_o == 1'b0) begin
            if (cstate == COUNT) begin           
                case (target_num)
                    4'd0:   counts[3:0]     <= counts[3:0]     + 4'd1;
                    4'd1:   counts[7:4]      <= counts[7:4]      + 4'd1;
                    4'd2:   counts[11:8]      <= counts[11:8]      + 4'd1;
                    4'd3:   counts[15:12]    <= counts[15:12]    + 4'd1;
                    4'd4:   counts[19:16]     <= counts[19:16]     + 4'd1;
                    4'd5:   counts[23:20]     <= counts[23:20]     + 4'd1;
                    4'd6:   counts[27:24]      <= counts[27:24]      + 4'd1;
                    4'd7:   counts[31:28]    <= counts[31:28]    + 4'd1;
                    4'd8:   counts[35:32]    <= counts[35:32]    + 4'd1;
                    4'd9:   counts[39:36]     <= counts[39:36]     + 4'd1;
                    4'd10:  counts[43:40]      <= counts[43:40]      + 4'd1;
                    4'd11:  counts[47:44]   <= counts[47:44]   + 4'd1;
                    4'd12:  counts[51:48]   <= counts[51:48]   + 4'd1;
                    4'd13:  counts[55:52] <= counts[55:52] + 4'd1;
                    4'd14:  counts[59:56] <= counts[59:56] + 4'd1;
                    4'd15:  counts[63:60]  <= counts[63:60]  + 4'd1;
                endcase
                if (counter != 4'd7)
                    counter <= counter + 4'd1;
                else begin
                    cstate  <= SORT;
                    counter <= 4'd0;
                end
            end else if (cstate == SORT) begin
                if (target_count != 4'd0) begin
                    case (counter)
                        4'd0: sorted_nums_o[3:0]  <= insert_num;
                        4'd1: sorted_nums_o[7:4]   <= insert_num;
                        4'd2: sorted_nums_o[11:8]   <= insert_num;
                        4'd3: sorted_nums_o[15:12] <= insert_num;
                        4'd4: sorted_nums_o[19:16]  <= insert_num;
                        4'd5: sorted_nums_o[23:20]  <= insert_num;
                        4'd6: sorted_nums_o[27:24]   <= insert_num;
                        4'd7: sorted_nums_o[31:28] <= insert_num;
                        default: sorted_nums_o <= 32'd0;
                    endcase
                    case (insert_num)
                        4'd0:   counts[3:0]     <= counts[3:0]     - 4'd1;
                        4'd1:   counts[7:4]      <= counts[7:4]      - 4'd1;
                        4'd2:   counts[11:8]      <= counts[11:8]      - 4'd1;
                        4'd3:   counts[15:12]    <= counts[15:12]    - 4'd1;
                        4'd4:   counts[19:16]     <= counts[19:16]     - 4'd1;
                        4'd5:   counts[23:20]     <= counts[23:20]     - 4'd1;
                        4'd6:   counts[27:24]      <= counts[27:24]      - 4'd1;
                        4'd7:   counts[31:28]    <= counts[31:28]    - 4'd1;
                        4'd8:   counts[35:32]    <= counts[35:32]    - 4'd1;
                        4'd9:   counts[39:36]     <= counts[39:36]     - 4'd1;
                        4'd10:  counts[43:40]      <= counts[43:40]      - 4'd1;
                        4'd11:  counts[47:44]   <= counts[47:44]   - 4'd1;
                        4'd12:  counts[51:48]   <= counts[51:48]   - 4'd1;
                        4'd13:  counts[55:52] <= counts[55:52] - 4'd1;
                        4'd14:  counts[59:56] <= counts[59:56] - 4'd1;
                        4'd15:  counts[63:60]  <= counts[63:60]  - 4'd1;
                    endcase
                    counter <= counter + 4'd1;
                end else begin  
                    if (insert_num == 4'd15) begin
                        valid_o <= 1'b1;
                        cstate  <= DONE;
                    end else begin
                        insert_num <= insert_num + 4'd1;
                    end
                end
            end
        end
    end
endmodule
```

## design/flow/constraint.sdc

```tcl
current_design sorting

set clk_period 7.7
set clk_io_pct 0.2

create_clock -name clk0 -period $clk_period [get_ports {clk_i}]

set non_clock_inputs [all_inputs -no_clocks]
set_input_delay [expr $clk_period * $clk_io_pct] -clock clk0 $non_clock_inputs
set_output_delay [expr $clk_period * $clk_io_pct] -clock clk0 [all_outputs]
```

==> run notes <==
fresh numbers from the pnr run: maxcap violations 0, top cells, area dfxtp_1 30%, ha_1 6.8%, nand2_1 6.8%, mux2i_1 4.6%, fa_1 4.4%, Final setup viols 0, Main synth FF type dfxtp_1, # rows about 49, PD cells between 150 and 200 nW/um^2, sequential element share of the synthesized area 0.296, sw frac 0.319, DP HPWL about 15000 um, Post-synth EDFFs 0, critical path required time between 7000 and 8000 ps, syn_area_per_cell around 8.7 um^2, # fillers roughly 1700, share of the synthesized area in the top cell type 0.296, worst slew pin tran ~890 ps, Port Buffers 67, Crit. End Element flop, top cells by count 133 x nand2_1, 109 x dfxtp_1, 40 x ha_1, Layout Skew 11.7 ps, maximum root-to-sink buffer count 2, Synth flops 109, root buf cell clkbuf_16, Hold WC Path Type flop to flop, Total GRT Usage 0.234, n_diodes 0, Max Clock Freq between 200 and 250 MHz, Lkg Pwr between 3 and 4 nW, clock share of power 0.343, area leader, netlist dfxtp_1, Final period util 0.537, total clock sinks around 110, Flop pwr share 0.423, core area about 18000 um^2, Max Fanout on Critical Path 22, initial drt markers roughly 560, via count between 6000 and 7000, Layout area overhead 14.8%, initial antenna violation count 0, Synth Cell Area 7360 um^2, wire per inst between 15 and 20 um, vias per cell about 5.9, Fin. Hold Viols 0, clock-pin slew on the worst setup and hold paths 70 ps, CTS tree yes, full die area about 19000 um^2, Placer Congestion between 0.8 and 0.9, drt drc 0, drt first pass iters 5, crit path DAT about 4400 ps, layout cells sized above 1 0.0795, Late-Pin Clk Latency 360 ps, die width 138 um, Peak VDD IR 0.121 mV, Antenna Nets Post-Route 0, Int Power ~0.94 mW, post-cts sizing count 0, CP Launch Type flop, Post CTS Setup Buffer Count 0, Netlist cell types about 72, Hold WS about 460 ps, setup_tns 0 ps, combinational share of power 0.234, Sw Pwr ~0.44 mW, CTS Hold Bufs 0, final wirelength slightly above 20000 um, Chip Height around 140 um, Congestion Overflow GR 0, RSZ-0062 raised after global routing false, Mapped Cells about 840, Final min period 4130 ps, Async SR Flop Fraction 0, H-tree depth 3, global-route wire length before repair between 30000 and 40000 um, Slew HR 0.407, vias in the first global route ~6100, # Cells Yosys approximately 840, Setup CP Type flop to flop, Initial Utilization 0.408, status completed, most frequent cell after synthesis nand2_1, top-level port count around 68, yosys warns 1, Slew Viols, Final 0, CTS Buf Count 9, largest net degree at the start of global routing a little under 60, tool warnings 31, post-synth area from yosys stat 7360 um^2
-- power by group through the flow --
stage	Combinational, mW	Sequential (mW)	Clock, mW
final	0.322	0.583	0.473
after global routing	0.348	0.584	0.506
after CTS	0.320	0.582	0.484
-- cell usage in the layout (no fill, tap or decap), types with 4 or more instances in the layout --
master / n
nand2b_1: 7
nor4_1: 15
o32ai_1: 14
buf_4: 15
a22o_1: 5
dfxtp_1: 109
and2_1: 12
nand2_1: 133
nand4_1: 8
xor2_1: 12
inv_1: 22
a32o_1: 17
clkbuf_16: 9
a21oi_1: 39
o41ai_1: 5
a22oi_1: 19
nor2b_1: 4
or3_1: 8
o22ai_1: 16
nor2_1: 31
o21ai_0: 19
fa_1: 16
a211o_1: 4
ha_1: 40
a221oi_1: 16
clkdlybuf4s50_1: 66
and3_1: 8
nor3_1: 6
o2111ai_1: 8
o211ai_1: 4
a21oi_2: 11
a2111oi_2: 11
o2bb2ai_1: 11
mux2i_1: 34
nand3_1: 13
a21o_1: 17
o21ai_1: 9
a2111o_1: 9
nand3b_1: 4
xnor2_1: 20
-- worst max-delay path, cell delays in order (launching register included) --
cell and delay, ps:
dfxtp_1 480, inv_1 140, ha_1 480, a221oi_1 510, a32oi_1 140, a2111oi_2 510
nand4_1 330, nand4_1 580, buf_4 410, a21oi_1 240, mux2i_1 180
-- sequential cells by signal, summed over array words and instances (netlist names) --
| register | count |
|---|---|
| counter | 4 |
| counts | 64 |
| sorted_nums_o | 32 |
| insert_num | 4 |
| cstate | 4 |
| valid_o | 1 |
-- area by class of cell --
type | count | area, um^2 | area share
inverters | 25 | 93.8 | 0.0111
clock inverters | 6 | 61.3 | 0.00725
clock buffers | 10 | 229 | 0.0271
multi-input cells | 648 | 4820 | 0.570
repair buffers | 82 | 778 | 0.0921
well taps | 229 | 287 | 0.0339
flip-flops and latches | 109 | 2180 | 0.258
-- through the flow --
step                      utilization  std cells  total power [mW]  cell area (um^2)  setup WS (ps)
after floorplan                     -        842             0.831              7360           4030
after global routing            0.469       1109              1.44              8450           3330
after CTS                       0.469       1109              1.39              8450           3610
after detailed placement        0.453       1093             0.914              8160           3280
final                           0.469       1109              1.38              8450           3570
after global placement          0.453       1093             0.913              8160           3310
-- final timing paths --
path,endpoint,start,depth (start not counted),slack (ps)
max,counts[58],insert_num[0],10,3570
min,sorted_nums_o[14],sorted_nums_o[14],2,460
min reg2reg,sorted_nums_o[14],sorted_nums_o[14],2,460
max reg2reg,counts[58],insert_num[0],10,3570
-- per-layer routing --
layer  routed length [um]  vias to the layer above  global-route usage
li1                     -                     3253                   -
met1                 9890                     3086               0.354
met2                 9480                      158               0.364
met3                  994                       20              0.0368
met4                  354                        0              0.0385
met5                    0                        -                   0
-- cell families after synthesis --
family | synth area share
muxes | 0.0462
buffers and inverters | 0.0503
AOI/OAI and AO/OA | 0.295
DFF | 0.296
adders and majority gates | 0.112
xor gates and xnor gates | 0.0381
and+or+nand+nor | 0.163
No activity file was given, so power comes from the tool's default toggle rates.
