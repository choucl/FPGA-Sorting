===== flow/run.sh =====
#!/bin/bash
# OpenROAD 26Q1-2900-gdf79404cd8, Yosys 0.63+post, stock flow scripts
make -C /OpenROAD-flow-scripts/flow DESIGN_CONFIG=/design/flow/config.mk WORK_HOME=/design/flow/orfs finish

===== flow/config.mk =====
export PLATFORM = sky130hd
export DESIGN_NAME = parity_generator
export DESIGN_NICKNAME = parity_generator
export VERILOG_FILES = /design/flow/design.v
export SDC_FILE = /design/flow/constraint.sdc
export NUM_CORES = 4
export LEC_CHECK = 1
export CORE_AREA = 10 10 70 70
export DIE_AREA = 0 0 80 80

===== flow/constraint.sdc =====
current_design parity_generator

set clk_period 2.5
set clk_io_pct 0.2

create_clock -name clk0 -period $clk_period

set non_clock_inputs [all_inputs -no_clocks]
set_input_delay [expr $clk_period * $clk_io_pct] -clock clk0 $non_clock_inputs
set_output_delay [expr $clk_period * $clk_io_pct] -clock clk0 [all_outputs]

===== flow/design.v =====
module parity_generator(
    input [31:0] data_i,
    output       parity_bit_o
);
    assign parity_bit_o = ^data_i[31:0];
endmodule

==> deck_impl_summary.md <==
Implementation Results

Power
  • Leakage power: 0.217 nW
  • Switching fraction of total power: 32.7%
  • Clk pwr share: 0%
  • Pwr per Cell Area: between 300 and 400 nW/µm²
  • VDD IR-drop max: 0.0000516 V
  • Sequential share of power: 0%
  • Internal: 0.144 mW
  • Combinational share of power: 100.0%
  • P_sw: 0.0699 mW
  • Overall power: between 0.2 and 0.25 mW

Cells and area
  • Post-route core utilization: 19.8%
  • Final instance area: 677 µm²
  • Area delta synth->final: 149%
  • Seq. cell area: 0 µm²
  • Seq cells: 0
  • Finished Layout Cells: 110
  • Clock Buffer Count: 0
  • Share of post-route cells with drive strength above 1: approximately 6.3%

Critical path
  • Crit. Startpoint: data_i[9]
  • Crit path arrival time: roughly 1900 ps
  • Critical path peak fanout: 1
  • Crit path capture type: primary output
  • CP Data Required Time: roughly 2000 ps
  • Worst setup SP type: primary input
  • Critical setup path kind: in -> out

GRT
  • Top Usage Layer GRT: met2
  • Met2 Use GR: 6.02%
  • Vias in the first global route: 301
  • Met3 track demand over resource: 0.114%
  • First-pass GRT wire length: 1480 µm
  • Met1 usage: 2.83%
  • Overflow after GRT: 0
  • Largest net degree at the start of global routing: 2
  • Total Routing Usage GR: roughly 2.7%
  • Initial antenna violation count: 0

Floorplanning
  • Core ar.: 3420 µm²
  • I/O Pins: 33
  • Die height: 80 µm
  • Chip area: 6400 µm²
  • Die Span X: 80 µm
  • Std cell rows: 21
  • Initial Util: 7.95%

STA
  • Fin Setup TNS: 0 ps
  • Max frequency: 0.421 GHz
  • Final Cycle Share: 94.9%
  • Rel. slew slack: 86.8%
  • Post-layout worst setup margin: 127 ps
  • WHS: 2110 ps
  • Pins over their slew limit: 0
  • Worst Max-Slew Pin Slew: 197 ps
  • Post-layout min period: ~2400 ps
  • Unrepaired setup endpoints after global routing: false
  • Final setup viols: 0
  • Final Hold Fails: 0

Placement
  • RePlAce Congestion: ~0.6
  • Dpl ws: -304 ps
  • # placed instances: 110
  • Dpl cell area: 659 µm²
  • Port Buffers: 33

Drt
  • Final wirelength: 964 µm
  • Routed WL per cell: 8.76 µm
  • Post-route DRC: 0
  • Detail Route Antenna Nets: 0
  • Antenna diodes: 0
  • Via total after detailed routing: 297
  • Average vias per placed instance: 2.70
  • Drt first-iter violations: 0
  • Drt first pass iters: 1

Clocking
  • Hold Buf Count CTS: 0

Run
  • Max-cap viol count: 0
  • Log Warnings: 35

Synth
  • Seq share, synth: 0%
  • Post-Syn Area: between 200 and 300 µm²
  • Yosys cell types: 2
  • Mean post-synth cell area: 8.76 µm²
  • Yosys cell count: 31
  • Yosys warning count: 0
  • Cells after Synth: 31
  • Summed standard-cell area reported by yosys: 272 µm²

Outcome
  • Status: finished, final reports clean

Hold path
  • Hold crit path type: in -> out
  • Hold path start: data_i[23]
## worst max-delay path, cell delays in order
cell             delay (ps)
clkdlybuf4s50_1         470
xor2_1                  170
xnor2_1                 150
xnor2_1                 170
xnor2_1                 170
xnor2_1                 140
clkbuf_2                110
## path summary, 6_finish.rpt
check | slack [ps] | cells past startpoint | endpoint
worst min-delay path | 2110 | 7 | parity_bit_o
worst max-delay path | 130 | 7 | parity_bit_o
## area by class of cell
cell class | count | area [µm²]
well taps | 46 | 57.6
repair buffers | 33 | 325
fillers | 383 | 2740
multi-input cells | 31 | 294
## layer usage
metal,vias to the layer above,wire length (µm)
met3,0,0
li1,159,-
met5,-,0
met4,0,0
met1,137,286
met2,1,677
## placed cells by master, fill, tap and decap left out, drive strengths merged
master          n
clkbuf          1
clkdlybuf4s50  32
xnor2          28
xor2            3
## cell usage after synthesis
| library cell | count | area [µm²] |
|---|---|---|
| xor2_1 | 3 | 26.3 |
| xnor2_1 | 28 | 245 |
## logic make-up after synthesis
logic type,count (synthesis),synth area share (%)
xor gates and xnor gates,31,100
## power groups by stage
stage	sequential (mW)	clock, mW	combinational (mW)
global route	0	0	0.237
CTS	0	0	0.229
finish	0	0	0.214
## what timing repair did
action / in CTS / in global routing
pin swaps: 5 / 9
gates resized: 2 / 4
setup buffers: 0 / 0
endpoints found under the setup margin: 1 / 1
gates cloned: 0 / 0
Power is estimated from default activity; no workload was simulated.
